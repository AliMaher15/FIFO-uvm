--- ./design.v ---
module fifo_memory #(
                        parameter DATA_WIDTH = 8,
                                  ADDR_WIDTH = 4
                    )
(
input  wire                    w_clk,
input  wire                    w_en,
input  wire  [DATA_WIDTH-1:0]  w_data,
input  wire  [ADDR_WIDTH-1:0]  w_addr,
input  wire                    w_full,
input  wire  [ADDR_WIDTH-1:0]  r_addr,
output wire  [DATA_WIDTH-1:0]  r_data
);
localparam DEPTH = 1<<(ADDR_WIDTH);
reg [DATA_WIDTH-1:0] memory [0:DEPTH-1];
always @(posedge w_clk)
 begin
    if(w_en && !w_full)
     begin
        memory[w_addr] <= w_data ; 
     end
 end
assign r_data = memory[r_addr];
endmodule
module fifo_top #(
                    parameter DATA_WIDTH = 8,
                              ADDR_WIDTH = 3
                )
(
input  wire                  w_clk   ,
input  wire                  w_rst_n ,
input  wire                  w_en    ,
input  wire [DATA_WIDTH-1:0] w_data  ,
output wire                  w_full  ,
input  wire                  r_clk   ,
input  wire                  r_rst_n ,
input  wire                  r_en    ,
output wire [DATA_WIDTH-1:0] r_data  ,
output wire                  r_empty  
);
wire [ADDR_WIDTH-1:0] waddr, raddr;
wire [ADDR_WIDTH:0] wptr    ,  
                    rptr    ,  
                    sync_wptr,   
                    sync_rptr;   
fifo_memory #(.DATA_WIDTH(DATA_WIDTH), .ADDR_WIDTH(ADDR_WIDTH))
fifomem_0 (
    .w_clk(w_clk)  ,
    .w_en(w_en)    ,
    .w_full(w_full),
    .w_data(w_data),
    .w_addr(waddr),
    .r_addr(raddr),
    .r_data(r_data)
);
w_ptr_full #(.ADDR_WIDTH(ADDR_WIDTH))
w_ptr_full_0 (
    .w_clk(w_clk)     ,
    .w_rst_n(w_rst_n) ,
    .w_en(w_en)       ,
    .r_ptr(sync_rptr),
    .w_full(w_full)   ,
    .w_addr(waddr)   ,
    .w_ptr(wptr)
);
synchronizer #(.ADDR_WIDTH(ADDR_WIDTH), .NUM_OF_STAGES(2))
w_sync_0 ( 
    .i_clk(w_clk)          ,
    .i_rst_n(w_rst_n)      ,
    .unsync_ptr(rptr)   ,
    .sync_ptr(sync_rptr)
);
r_ptr_empty #(.ADDR_WIDTH(ADDR_WIDTH)) 
r_ptr_empty_0 ( 
    .r_clk(r_clk)         ,
    .r_rst_n(r_rst_n)     ,
    .r_en(r_en)           ,
    .w_ptr(sync_wptr),
    .r_addr(raddr)     ,
    .r_empty(r_empty)  ,
    .r_ptr(rptr)
);
synchronizer #(.ADDR_WIDTH(ADDR_WIDTH), .NUM_OF_STAGES(2))  
r_sync (
    .i_clk(r_clk)          , 
    .i_rst_n(r_rst_n)      ,
    .unsync_ptr(wptr)   ,   
    .sync_ptr(sync_wptr)
);
endmodule
module r_ptr_empty #(
                    parameter ADDR_WIDTH = 4
                  )
(
input   wire                   r_clk  ,
input   wire                   r_rst_n,
input   wire                   r_en   ,
input   wire  [ADDR_WIDTH:0]   w_ptr ,  
output  wire  [ADDR_WIDTH-1:0] r_addr ,  
output  reg   [ADDR_WIDTH:0]   r_ptr,
output  reg                    r_empty
);
reg  [ADDR_WIDTH:0] r_bin;
wire [ADDR_WIDTH:0] r_gray_next, r_bin_next;
always@(posedge r_clk or negedge r_rst_n) begin
    if(!r_rst_n) begin
        r_bin <= 'b0;
        r_ptr <= 'b0;
    end else begin
        r_bin <= r_bin_next;
        r_ptr <= r_gray_next;
    end
end
assign r_addr = r_bin[ADDR_WIDTH-1:0];
assign r_bin_next = r_bin + (r_en & ~r_empty);
assign r_gray_next = (r_bin_next>>1) ^ r_bin_next;
always@(posedge r_clk or negedge r_rst_n) begin
    if(!r_rst_n) begin
        r_empty <= 1'b1;
    end else begin
        r_empty <= (r_gray_next == w_ptr);
    end 
end
endmodule
module synchronizer #( 
    parameter ADDR_WIDTH = 4,
              NUM_OF_STAGES = 2 )
(
input   wire                    i_clk     ,
input   wire                    i_rst_n   ,
input   wire    [ADDR_WIDTH:0]  unsync_ptr,
output  reg     [ADDR_WIDTH:0]  sync_ptr
);
reg [(ADDR_WIDTH*(NUM_OF_STAGES-1)):0] meta_flops;
always @(posedge i_clk or negedge i_rst_n)
 begin
    if(!i_rst_n)
        begin
            {sync_ptr, meta_flops} <= 'b0 ;
        end
    else
        begin
            {sync_ptr, meta_flops} <= {meta_flops, unsync_ptr};
        end
 end
endmodule
module w_ptr_full #(
                        parameter ADDR_WIDTH = 4
                    )
(
input   wire                   w_clk  ,
input   wire                   w_rst_n,
input   wire                   w_en   ,
input   wire  [ADDR_WIDTH:0]   r_ptr,  
output  wire  [ADDR_WIDTH-1:0] w_addr,  
output  reg   [ADDR_WIDTH:0]   w_ptr,
output  reg                    w_full                     
);
reg  [ADDR_WIDTH:0] w_bin;
wire [ADDR_WIDTH:0] w_gray_next, w_bin_next;
always@(posedge w_clk or negedge w_rst_n) begin
    if(!w_rst_n) begin
        w_bin <= 'b0;
        w_ptr <= 'b0;
    end else begin
        w_bin <= w_bin_next;
        w_ptr <= w_gray_next;
    end
end
assign w_addr = w_bin[ADDR_WIDTH-1:0];
assign w_bin_next = w_bin + (w_en & ~w_full);
assign w_gray_next = (w_bin_next>>1) ^ w_bin_next;
always@(posedge w_clk or negedge w_rst_n)
 begin
  if(!w_rst_n)
    begin
        w_full <= 1'b0;
    end
  else
    begin
        w_full <= (w_gray_next == {~r_ptr[ADDR_WIDTH:ADDR_WIDTH-1], r_ptr[ADDR_WIDTH-2:0]});
    end
 end
endmodule
--- ./run.sh ---
#!/bin/bash
# OpenROAD 26Q1-2900-gdf79404cd8, Yosys 0.63+post, stock flow scripts
make -C /OpenROAD-flow-scripts/flow DESIGN_CONFIG=/design/flow/config.mk WORK_HOME=/design/flow/orfs finish
--- ./config.mk ---
export PLATFORM = sky130hd
export DESIGN_NAME = fifo_top
export DESIGN_NICKNAME = fifo_top
export VERILOG_FILES = /design/flow/design.v
export SDC_FILE = /design/flow/constraint.sdc
export NUM_CORES = 4
export LEC_CHECK = 1
export CORE_UTILIZATION = 50
--- ./constraint.sdc ---
current_design fifo_top

set clk_period 3.3
set clk_io_pct 0.2

create_clock -name clk0 -period $clk_period [get_ports {r_clk}]
create_clock -name clk1 -period $clk_period [get_ports {w_clk}]

set non_clock_inputs [all_inputs -no_clocks]
set_input_delay [expr $clk_period * $clk_io_pct] -clock clk0 $non_clock_inputs
set_output_delay [expr $clk_period * $clk_io_pct] -clock clk0 [all_outputs]
==> Slide: Implementation Results <==
Implementation Results

Floorplanning
  • Site row count: 31
  • Die width: 88.1 microns
  • IO Count: 24
  • Core Area: 7210 sq um
  • Init Core Util: ~51%
  • Die H: 88.1 microns
  • Die footprint: just under 8000 sq um

Global routing
  • Initial antenna violation count: 0
  • Global-route wire length before repair: about 9600 microns
  • GR Util met2: 25.8%
  • Met1 GRT Util: 29.3%
  • GRT Total Usage: 18.9%
  • Overflow left after global routing: 0
  • GR Util met3: 11.7%
  • Pin count of the biggest net entering global routing: 18
  • Top Usage Layer GRT: met1
  • Number of global-route vias before repair: 1,903

STA
  • Worst-margin pin slew: 0.785 ns
  • RSZ-0062 raised after global routing: false
  • Final Setup Violations: 0
  • Final worst slack: 0.433 ns
  • Slew Viols, Final: 0
  • Worst slew margin: 47.7%
  • Skew final: 0.00653 ns
  • Fin. Hold Viols: 0
  • Fin Setup TNS: 0 ns

Yosys
  • Leading area contributor after synthesis: edfxtp_1
  • Seq cells post-synth: between 90 and 100
  • Synth top area share: 51.9%
  • Syn. warnings: 4
  • YS chip area: 3700 sq um
  • Ys cells: 193
  • Syn avg cell area: between 15 and 20 sq um
  • Cell area after synthesis: roughly 3700 sq um
  • Synth unique cells: 32
  • Main flop type: edfxtp_1
  • Async SR Flop Fraction: 33.3%
  • EDFF count, synth: 64
  • Seq share, synth: approximately 74%
  • Post-Syn Instances: 193
  • Cell area leaders: edfxtp_1 (52%), dfrtp_1 (21%), mux4_2 (7.9%)

Power and ir drop
  • LEAKAGE: 1.53 nW
  • Power density over the cells: 898 nW/um^2
  • Power Total: between 3 and 4 mW
  • Worst vdd ir: around 0.45 mV

Critical path
  • CP startpoint: r_ptr_empty_0.r_bin[2]
  • Largest fanout on the critical path: 17
  • Reg2reg end: w_ptr_full_0.w_full
  • FF-to-FF setup slack: 1.20 ns
  • Critical path arrival: around 2.2 ns
  • WP data required: approximately 2.6 ns
  • Crit-path cells: mux4_2 > mux2_2 > clkdlybuf4s50_1
  • Crit Reg-Reg Startpoint: w_ptr_full_0.w_full
  • FF-to-FF path depth: 7
  • CP Capture Point: r_data[2]
  • Critical path class: reg -> out
  • Startpoint Class: register
  • Cell at the slowest stage of the critical path: dfrtp_1
  • Slowest Stage Delay on Critical Path: about 0.85 ns
  • CP endpoint kind: output pin

Detailed routing
  • Diodes inserted: 0
  • Drt first pass iters: 4
  • Routed WL per cell: between 15 and 20 microns
  • Post-Route WL: 6030 microns
  • Antenna viol nets, final: 0
  • Initial DRC count: 62
  • Via-to-Cell Ratio: about 5.3
  • DR vias: ~1,800
  • # DRC: 0

Cells and area
  • Fin cells: 338
  • Synth-to-Final Area Change: 16.3%
  • Share of cells above drive strength 1: 22.2%
  • Most common logic cells in the final layout: edfxtp_1 (64), dfrtp_1 (31), clkdlybuf4s50_1 (22), mux4_2 (13), clkbuf_8 (13)
  • Total of fill cells in the finished design: ~550
  • Most used logic cell in the final layout: edfxtp_1

Worst hold path
  • Min-Delay Path Class: reg -> reg

Job
  • Max Cap Viol: 0
  • Log Warnings: 27

Clock tree
  • Clock sinks: about 96
  • Post-CTS setup buffer count: 0
  • CTS tree: yes
  • CTS Hold Bufs: 0
  • Clock-pin slew on the worst setup and hold paths: 0.07 ns
  • Cts repair resizes: 0

Place
  • Post-DP HPWL: 3810 microns
  • Setup WS pre-CTS: between 0.5 and 0.6 ns
  • Post-Place Cells: 318
  • Gp weighted congestion: 0.778
  • Port Buffers: 22

Outcome
  • Status: complete, no violations
==> per-stage QoR <==
stage / hold WS (ns) / util, % / area [sq um]
floorplan: 0.331 / - / 3700
global placement: 0.332 / 56.7 / 4090
detailed placement: 0.335 / 56.7 / 4090
CTS: 0.273 / 59.7 / 4310
global route: 0.289 / 59.7 / 4310
finish: 0.279 / 59.7 / 4310
==> synth_stat cells, types with 2 or more instances <==
library cell	n
nor3_1	4
buf_1	2
buf_4	2
o21ai_0	2
nand2b_1	3
ha_1	4
nor2b_1	3
nor2_1	10
xnor2_1	9
nand2_1	6
nand3_1	4
mux2_2	8
mux4_1	3
edfxtp_1	64
mux4_2	13
clkbuf_1	2
xor2_1	7
xor2_2	2
dfrtp_1	31
nand4_1	2
==> critical path: cells and delay by family (launching register included) <==
family / cells / cell delay [ns]
flip-flops: 1 / 0.85
buffers and inverters: 1 / 0.41
multiplexers: 2 / 0.69
==> layout make-up <==
class / count / area, sq um / area share, %
flip-flops and latches: 96 / 2720 / 63.2
well taps: 99 / 124 / 2.88
repair buffers: 33 / 303 / 7.03
clock buffers: 15 / 186 / 4.33
multi-input cells: 89 / 935 / 21.7
clock inverters: 5 / 32.5 / 0.755
inverters: 1 / 3.75 / 0.0871
==> cell families (layout without fill, tap and decap cells) <==
logic type	after synthesis	after routing	share of synthesized area, %
AND-OR/OR-AND	7	7	1.42
XOR/XNOR	19	19	5.41
adder cells (fa/ha/maj)	4	4	1.35
buffers and inverters	8	54	1.22
flip-flops	96	96	73.5
multiplexers	24	24	12.5
AND/OR/NAND/NOR	35	35	4.60
==> power by group <==
| group | switching [mW] | internal (mW) |
|---|---|---|
| sequential | 0.227 | 1.61 |
| clock | 0.390 | 0.378 |
| combinational | 0.540 | 0.724 |
==> sequential cells by signal, summed over array words and instances, names as in the netlist, 3 cells and up <==
| register | cells |
|---|---|
| fifomem_0.memory | 64 |
| r_ptr_empty_0.r_bin | 3 |
| r_ptr_empty_0.r_ptr | 4 |
| r_sync.meta_flops | 4 |
| r_sync.sync_ptr | 4 |
| w_ptr_full_0.w_bin | 3 |
| w_ptr_full_0.w_ptr | 4 |
| w_sync_0.meta_flops | 4 |
| w_sync_0.sync_ptr | 4 |
==> layer usage <==
layer  vias up  routed length (microns)
li1        815                        -
met2        77                     2850
met3        12                      686
met4         0                      121
met1       871                     2380
met5         -                        0
==> worst min-delay path by stage <==
stage                 startpoint  cells past startpoint  slack, ns                      to
4_1_cts   r_ptr_empty_0.r_ptr[2]                      0       0.27  w_sync_0.meta_flops[2]
5_1_grt   r_ptr_empty_0.r_ptr[2]                      0       0.29  w_sync_0.meta_flops[2]
6_report  r_ptr_empty_0.r_ptr[2]                      0       0.28  w_sync_0.meta_flops[2]
Power figures rest on the tool's default switching activity, not on a simulated workload.
